### config.mk
export PLATFORM = sky130hd
export DESIGN_NAME = IKeyboard
export DESIGN_NICKNAME = IKeyboard
export VERILOG_FILES = /design/flow/design.v
export SDC_FILE = /design/flow/constraint.sdc
export NUM_CORES = 4
export LEC_CHECK = 1
export CORE_UTILIZATION = 40
### constraint.sdc
current_design IKeyboard

set clk_period 2.9
set clk_io_pct 0.2

create_clock -name clk0 -period $clk_period [get_ports {clk}]

set non_clock_inputs [all_inputs -no_clocks]
set_input_delay [expr $clk_period * $clk_io_pct] -clock clk0 $non_clock_inputs
set_output_delay [expr $clk_period * $clk_io_pct] -clock clk0 [all_outputs]
### design.v
module IKeyboard
(
    input logic clk, rst,
    input logic[3:0] row,
    output logic[3:0] col, key,
    output logic key_was_pressed
);
logic[15:0] kwp;
logic[1:0][15:0] ff;
assign key_was_pressed = ~(|ff[1]) & |ff[0];
always_ff @(posedge clk) begin
    if(rst)
        ff <= {16'h0, 16'h0};
    else begin
        ff[0] <= kwp;
        ff[1] <= ff[0];
    end
end
logic[$clog2(400008) - 1:0] ctr;
always_ff @(posedge clk) begin
    if(rst) begin
        ctr <= 20'd0;
        kwp <= 4'b0;
    end
    else begin
        if(ctr == 20'd100000) begin
            col <= 4'b0111;
            ctr <= ctr + 1'b1;
        end
        else if(ctr == 20'd100008) begin
            case(row)
                4'b0111: begin
                    key <= 4'd1;
                    kwp[0] <= 1'b1;
                    kwp[3:1] <= 3'b0;
                end
                4'b1011: begin
                    key <= 4'd4;
                    kwp[1] <= 1'b1;
                    kwp[3:2] <= 2'b0;
                    kwp[0] <= 1'b0;
                end
                4'b1101: begin
                    key <= 4'd7;
                    kwp[2] <= 1'b1;
                    kwp[1:0] <= 2'b0;
                    kwp[3] <= 1'b0;
                end
                4'b1110: begin
                    key <= 4'd0;
                    kwp[3] <= 1'b1;
                    kwp[2:0] <= 3'b0;
                end
                default:
                    kwp[3:0] <= 4'b0;
            endcase
            ctr <= ctr + 1'b1;
        end
        else if(ctr == 20'd200000) begin
            col <= 4'b1011;
            ctr <= ctr + 1'b1;
        end
        else if(ctr == 20'd200008) begin
            case(row)
                4'b0111: begin
                    key <= 4'd2;
                    kwp[4] <= 1'b1;
                    kwp[7:5] <= 3'b0;
                end
                4'b1011: begin
                    key <= 4'd5;
                    kwp[5] <= 1'b1;
                    kwp[7:6] <= 2'b0;
                    kwp[4] <= 1'b0;
                end
                4'b1101: begin
                    key <= 4'd8;
                    kwp[6] <= 1'b1;
                    kwp[5:4] <= 2'b0;
                    kwp[7] <= 1'b0;
                end
                4'b1110: begin
                    key <= 4'hF;
                    kwp[7] <= 1'b1;
                    kwp[6:4] <= 3'b0;
                end
                default:
                    kwp[7:4] <= 4'b0;
            endcase
            ctr <= ctr + 1'b1;
        end
        else if(ctr == 20'd300000) begin
            col <= 4'b1101;
            ctr <= ctr +1'b1;
        end
        else if(ctr == 20'd300008) begin
            case(row)
                4'b0111: begin
                    key <= 4'd3;
                    kwp[8] <= 1'b1;
                    kwp[11:9] <= 3'b0;
                end
                4'b1011: begin
                    key <= 4'd6;
                    kwp[9] <= 1'b1;
                    kwp[11:10] <= 2'b0;
                    kwp[8] <= 1'b0;
                end
                4'b1101: begin
                    key <= 4'd9;
                    kwp[10] <= 1'b1;
                    kwp[9:8] <= 2'b0;
                    kwp[11] <= 1'b0;
                end
                4'b1110: begin
                    key <= 4'hE;
                    kwp[11] <= 1'b1;
                    kwp[10:8] <= 3'b0;
                end
                default:
                    kwp[11:8] <= 4'b0;
            endcase
            ctr <= ctr + 1'b1;
        end
        else if(ctr == 20'd400000) begin
            col <= 4'b1110;
            ctr <= ctr + 1'b1;
        end
        else if(ctr == 20'd400008) begin
            case(row)
               4'b0111: begin
                    key <= 4'hA;
                    kwp[12] <= 1'b1;
                    kwp[15:13] <= 3'b0;
                end
                4'b1011: begin
                    key <= 4'hB;
                    kwp[13] <= 1'b1;
                    kwp[15:14] <= 2'b0;
                    kwp[12] <= 1'b0;
                end
                4'b1101: begin
                    key <= 4'hC;
                    kwp[14] <= 1'b1;
                    kwp[13:12] <= 2'b0;
                    kwp[15] <= 1'b0;
                end
                4'b1110: begin
                    key <= 4'hD;
                    kwp[15] <= 1'b1;
                    kwp[14:12] <= 3'b0;
                end
                default:
                    kwp[15:12] <= 4'b0;
            endcase
            ctr <= 0;
        end
        else begin
            ctr <= ctr + 1'b1;
        end
    end 
end
endmodule
### run.sh
#!/bin/bash
# OpenROAD 26Q1-2900-gdf79404cd8, Yosys 0.63+post, stock flow scripts
make -C /OpenROAD-flow-scripts/flow DESIGN_CONFIG=/design/flow/config.mk WORK_HOME=/design/flow/orfs finish
==> results_slide.txt <==
Physical Implementation Snapshot

Run status
  – Run status: complete, no violations

Clock tree
  – Worst-path clk slew: 0.08 ns
  – Num CTS Buffers: 9
  – Post-CTS setup buffer count: 0
  – H-tree depth: 3
  – CTS sink count: 75
  – Clk buf depth: 2
  – Clk Latency, worst-skew pair: 0.34 ns
  – Root buf cell: clkbuf_8
  – TritonCTS clock tree: yes

Placement
  – Port Buffer Count: 14
  – Placed inst area: around 0.0033 mm²
  – Post-Place Setup Slack: 0.3158 ns
  – GP Congestion: 0.8110
  – Post-DP HPWL: 3.602 mm
  – Placed cell count: 400

Power and ir drop
  – Pwr/cell area: approximately 580 mW/mm²
  – Post-layout power: 2.017 mW
  – Max VDD drop: 290.7 µV
  – P_leak: 1.249 nW

Setup path
  – Crit-path cells: inv_1 > ha_1 > nor3b_1 > nor4bb_2 > a21boi_0 > inv_1 > a31oi_1
  – CP required: 2.89 ns
  – Reg-to-reg startpoint: ctr[0]$_SDFF_PP0_
  – Setup crit start kind: register
  – FF-to-FF path depth: 7
  – R2R Path End: col[1]$_SDFFCE_PP1P_
  – WS Path Type: register to register
  – Max incr delay on CP: about 0.42 ns
  – Critical path peak fanout: 7
  – Critical Path End Type: register
  – CP max stage cell: a31oi_1
  – Worst Path Arrival: around 2.5 ns
  – CP dominant cell by count: inv_1
  – Worst R2R Setup Slack: 0.37 ns

Route
  – Detail Route Antenna Nets: 0
  – Drt via density: 4.760
  – Inserted Diodes: 0
  – Drt pass-1 iters: 6
  – Drt initial violations: 109
  – WL/cell: 12.26 µm
  – Vias: 1980
  – Remaining DRCs: 0
  – WL final: about 5.1 mm

Yosys
  – AND/OR/NAND/NOR Cells, Area Fraction: 30.22%
  – Comb area leader: simple AND/OR/NAND/NOR gates
  – Avg Inst Size Synth: 10.34 µm²
  – Mapped Cells: 292
  – Number of flops mapped to enable cells by yosys: 8
  – Unique masters post-synth: 49
  – Post-synth regs: around 75
  – Ao+oa area frac: 2.861%
  – Synth Warn #: 1
  – Ys async rst share: 0%
  – YS chip area: 0.003018 mm²
  – Register share after synthesis: 52.40%
  – Mux frac, synth: under 10%
  – Main synth FF type: dfxtp_1
  – XORs/XNORs by Area: 5.514%
  – Post-Syn Area: 0.003018 mm²
  – # Cells Yosys: 292
  – Adder Share, Synth: 0.8292%

Floorplan
  – Total die area: 0.007896 mm²
  – Die span in y: 88.86 µm
  – Row Count: 31
  – Die Wd: ~89 µm
  – Total I/O pin count: 15
  – Core ar.: 0.007292 mm²
  – Fp util: 41.39%

Run
  – Max-Cap Viols: 0
  – OpenROAD warnings: 26

Finish
  – Finished Layout Cells: 416
  – Fill count: 690
  – Final instance area: about 0.0035 mm²
  – Share of cells above drive strength 1: a little over an eighth
  – Layout area overhead: 15.55%
  – Most frequent logic cell in the layout: dfxtp_1
  – Register Area: 0.001582 mm²
  – Multi-input gate area in the final layout: roughly 0.0013 mm²
  – Most numerous logic cells after layout: dfxtp_1 (67), nor2_1 (40), nor2b_1 (32)

Global route
  – Largest net degree at the start of global routing: roughly 50
  – GRT overflow: 0
  – Global-route wire length before repair: between 8 and 9 mm
  – Total GRT Usage: 14.48%
  – Initial antenna violation count: 0
  – Vias in the first global route: 1841

STA
  – Final Hold Viols: 0
  – Relative slew slack: 54.99%
  – Final TNS setup: 0 ns
  – Tightest Pin Transition: 0.6737 ns
  – Max Clock Freq: 394.9 MHz
  – Slew Limit Fails: 0
  – Final setup skew: 0.009382 ns
  – RSZ-0062 raised after global routing: no
  – Crit share post-route: between 80% and 90%
  – Min Tclk post-route: 2.532 ns
  – # setup viols final: 0
  – Final worst slack: 0.3680 ns

Worst hold path
  – Hold path startpoint: ff[15]$_SDFF_PP0_
  – Min-delay worst type: register to register
  – Min-Delay Path Depth: 1
  – Hold EP: ff[31]$_SDFF_PP0_
[worst max path at each step]
stage	start	end	slack (ns)
after CTS	ctr[0]$_SDFF_PP0_	col[0]$_SDFFCE_PP1P_	0.30
after global routing	ctr[0]$_SDFF_PP0_	col[3]$_SDFFCE_PP0P_	0.04
final	ctr[0]$_SDFF_PP0_	col[1]$_SDFFCE_PP1P_	0.37
[through the flow]
step	util [%]	hold slack (ns)
6_report	47.82	0.4627
5_1_grt	47.82	0.4710
4_1_cts	47.74	0.4646
3_5_place_dp	44.58	0.4485
3_3_place_gp	44.58	0.4545
2_1_floorplan	-	0.4312
[logic make-up (layout without fill, tap and decap cells)]
group,count (synthesis),after routing
buffers and inverters,18,43
AND/OR/NAND/NOR,151,151
flip-flops,75,75
multiplexers,14,14
AND-OR/OR-AND,13,13
adder cells (fa/ha/maj),2,2
XOR/XNOR,19,19
[metal layers]
layer	vias to the layer above	track usage, %	share of wire, %
li1	1053	-	-
met1	897	21.13	49
met2	20	23.15	48
met3	10	3.027	2.3
met4	0	2.639	1.6
met5	-	0	0
[state kept, by name, summed over array words and instances (netlist names)]
signal / count
ctr: 19
ff: 32
key: 4
col: 4
kwp: 16
[repair_timing]
item                       in CTS  in global routing
setup endpoints to repair       0                  4
hold buffers                    0                  0
resized                         0                  1
[layout make-up]
type	instances	share of cell area, %
tap	99	3.552
inverter	6	0.6459
timing repair buffer	21	5.526
multi-input combinational	199	38.32
sequential	75	45.35
clock inverter	6	2.655
clock buffer	10	3.947
[cell usage after synthesis, drive strengths merged (7+ instances only)]
| cell type | count | area (µm²) |
|---|---|---|
| nand4 | 7 | 43.79 |
| dfxtp | 67 | 1341 |
| edfxtp | 8 | 240.2 |
| nor2 | 42 | 181.4 |
| nor2b | 32 | 200.2 |
| nor3 | 9 | 60.06 |
| nand3 | 9 | 45.04 |
| mux2i | 14 | 140.1 |
| xor2 | 11 | 96.34 |
| nor4 | 13 | 108.9 |
| xnor2 | 8 | 70.07 |
| nand2 | 15 | 56.30 |
| nor3b | 7 | 57.55 |
[critical path, delay by kind of cell (launching register included)]
| family | cells | cell delay, ns |
|---|---|---|
| compound gates | 2 | 0.79 |
| simple gates | 2 | 0.66 |
| flops | 1 | 0.36 |
| fa+ha+maj | 1 | 0.19 |
| buf+inv | 2 | 0.18 |
[power breakdown]
group / internal (mW) / leakage, nW / switching (mW) / total, mW
Clock: 0.518 / 0.118 / 0.389 / 0.906
Combinational: 0.0236 / 0.522 / 0.0334 / 0.0570
Sequential: 1.05 / 0.609 / 0.00551 / 1.05
Total: 1.59 / 1.25 / 0.428 / 2.02
Power figures rest on the tool's default switching activity, not on a simulated workload.
