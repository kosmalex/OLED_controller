## flow/config.mk

```make
export PLATFORM = sky130hd
export DESIGN_NAME = Memory
export DESIGN_NICKNAME = Memory
export VERILOG_FILES = /design/flow/design.v
export SDC_FILE = /design/flow/constraint.sdc
export NUM_CORES = 4
export LEC_CHECK = 1
export CORE_UTILIZATION = 50
```

## flow/constraint.sdc

```tcl
current_design Memory

set clk_period 45.9
set clk_io_pct 0.2

create_clock -name clk0 -period $clk_period [get_ports {clk}]

set non_clock_inputs [all_inputs -no_clocks]
set_input_delay [expr $clk_period * $clk_io_pct] -clock clk0 $non_clock_inputs
set_output_delay [expr $clk_period * $clk_io_pct] -clock clk0 [all_outputs]
```

## flow/design.v

```verilog
module Cell
#(
    parameter logic[31:0] default_val = 0,
    parameter WORD_SIZE = 8
)
(
    input logic clk, rst,
    input logic Addr, WE,
    input logic[WORD_SIZE - 1:0] DataIn,
    output logic[WORD_SIZE - 1:0] DataOut
);
logic[WORD_SIZE - 1:0] ff;
always_ff @(posedge clk) begin
    if(rst)
        ff <= default_val;
    else if(Addr & WE)
        ff <= DataIn;
end
assign DataOut = Addr ? ff : 0;
endmodule
module Decoder
#(
    parameter nOuts = 12'h200  
)
(
    input logic[$clog2(nOuts) - 1:0] In,
    output logic[nOuts - 1:0] Out
);
always_comb begin
    for(int i = 0; i < nOuts; i++) begin
        Out[i] = In == i; 
    end
end
endmodule
module Memory
(
    input logic clk, rst,
    input logic WE_bar, CS_bar,
    input logic[2:0] Address,
    input logic[11:0][7:0] DataIn, 
    output logic[11:0][7:0] DataOut
);
generate;
    genvar i;
    for(i = 0; i < 12; i++) begin : genMemChips
        MemoryChip mem_chp(.clk(clk), .rst(rst), .WE_bar(WE_bar), .CS_bar(CS_bar), .Address(Address), .DataIn(DataIn[i]), .DataOut(DataOut[i]));
    end
endgenerate
endmodule
module MemoryChip
#(
    parameter nCells = 8,
    parameter WORD_SIZE = 8
)
(
    input logic clk, rst,
    input logic WE_bar, CS_bar,
    input logic[$clog2(nCells) - 1:0] Address,
    input logic[WORD_SIZE - 1:0] DataIn, 
    output logic[WORD_SIZE - 1:0] DataOut 
);
logic WE;
assign WE = ~(WE_bar | CS_bar);
logic[nCells - 1:0] PTR;
Decoder #(.nOuts(nCells)) pnt2row(.In(Address), .Out(PTR));
defparam mem_core.nCells = nCells;
defparam mem_core.WORD_SIZE = WORD_SIZE;
MemoryCore mem_core(.clk(clk), .rst(rst), .WE(WE), .PTR(PTR), .ADDR(Address), .DataIn(DataIn), .DataOut(DataOut));
endmodule
module MemoryCore
#(
    parameter nCells = 8,
    parameter WORD_SIZE = 8
)
(
    input logic clk, rst,
    input logic WE,
    input logic[nCells - 1:0] PTR,
    input logic[$clog2(nCells) - 1:0] ADDR,
    input logic[WORD_SIZE - 1:0] DataIn,
    output logic[WORD_SIZE - 1:0] DataOut
);
logic[nCells - 1:0][WORD_SIZE - 1:0] cell_out;
Cell #(.WORD_SIZE(WORD_SIZE), .default_val(32'h0_0000_F00)) c0(.clk(clk), .rst(rst), .WE(WE), .Addr(PTR[0]), .DataIn(DataIn), .DataOut(cell_out[0]));        
Cell #(.WORD_SIZE(WORD_SIZE), .default_val(32'h1_0000_000)) c1(.clk(clk), .rst(rst), .WE(WE), .Addr(PTR[1]), .DataIn(DataIn), .DataOut(cell_out[1]));        
Cell #(.WORD_SIZE(WORD_SIZE), .default_val(32'h3_0000_0F0)) c2(.clk(clk), .rst(rst), .WE(WE), .Addr(PTR[2]), .DataIn(DataIn), .DataOut(cell_out[2]));        
Cell #(.WORD_SIZE(WORD_SIZE), .default_val(32'h2_0000_00F)) c3(.clk(clk), .rst(rst), .WE(WE), .Addr(PTR[3]), .DataIn(DataIn), .DataOut(cell_out[3]));        
Cell #(.WORD_SIZE(WORD_SIZE), .default_val(32'h4_0000_F0F)) c4(.clk(clk), .rst(rst), .WE(WE), .Addr(PTR[4]), .DataIn(DataIn), .DataOut(cell_out[4]));        
Cell #(.WORD_SIZE(WORD_SIZE), .default_val(32'h5_0000_F00)) c5(.clk(clk), .rst(rst), .WE(WE), .Addr(PTR[5]), .DataIn(DataIn), .DataOut(cell_out[5]));        
Cell #(.WORD_SIZE(WORD_SIZE), .default_val(32'h6_3030_000)) c6(.clk(clk), .rst(rst), .WE(WE), .Addr(PTR[6]), .DataIn(DataIn), .DataOut(cell_out[6]));        
Cell #(.WORD_SIZE(WORD_SIZE), .default_val(32'h7_0000_000)) c7(.clk(clk), .rst(rst), .WE(WE), .Addr(PTR[7]), .DataIn(DataIn), .DataOut(cell_out[7]));        
assign DataOut = cell_out[ADDR];
endmodule
```

## flow/run.sh

```bash
#!/bin/bash
# OpenROAD 26Q1-2900-gdf79404cd8, Yosys 0.63+post, stock flow scripts
make -C /OpenROAD-flow-scripts/flow DESIGN_CONFIG=/design/flow/config.mk WORK_HOME=/design/flow/orfs finish
```

==> flow_metrics.env <==
# physical design summary
export IMPL_report_final_setup_viol=0
export IMPL_initCoreUtil_pct=50.4
export IMPL_post_drt_wl_per_cell_um=22.5
export IMPL_critPathLaunchType="input port"
export IMPL_reg2reg_from="genMemChips[7].mem_chp.mem_core.c3.ff[5]$_SDFFE_PP0P_"
export IMPL_synth_cell_types=26
export IMPL_htree_levels=3
export IMPL_hold_class="flop to flop"
export IMPL_cts_made_buffers=83
export IMPL_area_growth_pct=14.0
export IMPL_ys_cells=3320
export IMPL_clock_path_buffers=3
export IMPL_outcome="finished clean"
export IMPL_ys_chip_area_mm2=0.0353
export IMPL_rrSetupSlack_ns=45.12
export IMPL_grt_met3_usage_pct=9.22
export IMPL_chipHeight_um=268
export IMPL_grt_use_met2_pct=42.5
export IMPL_drv_slew=0
export IMPL_drtAntennaViolNets=0
export IMPL_pwr_share_seq_pct=45.6
export IMPL_drc_errors=0
export IMPL_hold_viol=0
export IMPL_drive_gt1_share_pct=14.7
export IMPL_worst_skew_pair_late_latency_ns=0.61
export IMPL_slew_headroom_pct=37.4
export IMPL_synthCells=3320
export IMPL_setup_tns_ns=0
export IMPL_ff_type="dfxtp_1"
export IMPL_period_minus_slack_ns=21.70
export IMPL_clkSlewWorstSetupHoldPaths_ns=0.06
export IMPL_ioPinCount=199
export IMPL_synth_seq_share_pct=43.6
export IMPL_firstDrtPassIters=7
export IMPL_finalClockSkew_ns=0
export IMPL_hpwl_mm=51.7
export IMPL_tightest_slew_ns=0.937
export IMPL_antenna_found_initial=16
export IMPL_ff2ff_path_depth=3
export IMPL_openroad_warnings=35
export IMPL_place_congestion=0.830
export IMPL_r2r_end="genMemChips[7].mem_chp.mem_core.c3.ff[5]$_SDFFE_PP0P_"
export IMPL_grt_use_met1_pct=44.3
export IMPL_std_cell_rows=97
export IMPL_grt_pass1_vias=25800
export IMPL_path_class="input port to output pin"
export IMPL_min_period_over_period_pct=47.3
export IMPL_drv_cap=0
export IMPL_io_buffer_count=198
export IMPL_post_dp_cell_area_mm2=0.0374
export IMPL_worstPathRequired_ns=36.72
export IMPL_cp_startpoint="Address[1]"
export IMPL_avgSynthCellArea_um2=10.6
export IMPL_pwr_share_clk_pct=45.9
export IMPL_vias_per_cell=5.85
export IMPL_p_sw_uw=348
export IMPL_ctsResizeCount=0
export IMPL_p_leak_uw=0.0161
export IMPL_crit_end="DataOut[91]"
export IMPL_cts_tree="built"
export IMPL_ys_warn_count=9
export IMPL_hold_buffers=0
export IMPL_clock_sink_count=768
export IMPL_synth_flops=768
export IMPL_syn_area_mm2=0.0353
export IMPL_core_area_mm2=0.0699
export IMPL_grt_setup_unrepaired="no"
export IMPL_mostFrequentLayoutCells="dfxtp_1 (768), nand2b_1 (480), mux2i_1 (480)"
export IMPL_irDropWorstVdd_v=0.0000246
export IMPL_synthArstFlopShare_pct=0
export IMPL_total_power_uw=1490
export IMPL_grt_pass1_wl_mm=152
export IMPL_cp_arrival_ns=12.52
export IMPL_grt_busiest_layer="met1"
export IMPL_edf_count=0
export IMPL_fmax_ghz=0.0461
export IMPL_combPwrFrac_pct=8.4
export IMPL_fp_dieW_um=268
export IMPL_grt_usage_pct=28.9
export IMPL_dieArea_mm2=0.0716
export IMPL_drt_wl_total_mm=97.7
export IMPL_drt_iter0_drc=1783
export IMPL_powerDensity_mw_per_mm2=37.1
export IMPL_cts_root_buf="clkbuf_16"
export IMPL_final_common_cell="dfxtp_1"
export IMPL_grt_ovfl_total=0
export IMPL_path_max_fanout=61
export IMPL_endpoint_kind="output pin"
export IMPL_swShare_pct=23.4
export IMPL_internal_power_uw=1140
export IMPL_post_cts_buffers=0
export IMPL_final_cell_area_mm2=0.0402
export IMPL_vias=25400
export IMPL_grt_max_degree=191
## sequential cells by signal, summed over array words and instances (netlist names)
register,count
genMemChips.mem_chp.mem_core.c5.ff,96
genMemChips.mem_chp.mem_core.c2.ff,96
genMemChips.mem_chp.mem_core.c4.ff,96
genMemChips.mem_chp.mem_core.c0.ff,96
genMemChips.mem_chp.mem_core.c1.ff,96
genMemChips.mem_chp.mem_core.c6.ff,96
genMemChips.mem_chp.mem_core.c3.ff,96
genMemChips.mem_chp.mem_core.c7.ff,96
## layer usage
| layer | up-vias | wire [µm] |
|---|---|---|
| met5 | - | 101 |
| met4 | 16 | 1720 |
| met3 | 121 | 7900 |
| met2 | 777 | 44700 |
| met1 | 12700 | 43200 |
| li1 | 11900 | - |
## synth_stat cells, drive strengths merged (5+ instances only)
cell	number	share of area, %
dfxtp	768	44
nand2b	481	8.5
mux2i	480	14
o21ai	288	4.1
nand3	194	2.8
a21oi	192	2.7
mux4	192	12
clkbuf	185	2.0
nor2	146	1.6
buf	140	2.6
mux2	96	3.1
nor2b	50	0.89
a211o	48	1.2
and3	48	0.85
nand2	5	0.053
## worst max-delay path, stage by stage
cell and delay, ns:
buf_8 0.52, buf_4 0.65, buf_4 0.68, mux4_2 0.58, mux2_2 0.27, clkdlybuf4s50_1 0.52
## worst min-delay path by stage
stage                                                               endpoint                                                    from  slack [ns]  depth (start not counted)
final                 genMemChips[11].mem_chp.mem_core.c2.ff[7]$_SDFFE_PP1P_  genMemChips[11].mem_chp.mem_core.c2.ff[7]$_SDFFE_PP1P_        0.46                          1
after global routing  genMemChips[11].mem_chp.mem_core.c2.ff[5]$_SDFFE_PP1P_  genMemChips[11].mem_chp.mem_core.c2.ff[5]$_SDFFE_PP1P_        0.47                          1
after CTS              genMemChips[1].mem_chp.mem_core.c2.ff[5]$_SDFFE_PP1P_   genMemChips[1].mem_chp.mem_core.c2.ff[5]$_SDFFE_PP1P_        0.46                          1
## stage by stage
step | setup WS [ns] | std cells | hold slack, ns | util (%)
2_1_floorplan | 26.33 | 3320 | 0.430 | -
3_3_place_gp | 24.16 | 4187 | 0.437 | 53.5
3_5_place_dp | 24.15 | 4187 | 0.444 | 53.5
4_1_cts | 24.13 | 4339 | 0.459 | 57.5
5_1_grt | 23.94 | 4346 | 0.473 | 57.5
6_report | 24.20 | 4346 | 0.455 | 57.5
## cell type report
| cell class | count | area [µm²] |
|---|---|---|
| Fill cell | 5558 | 29700 |
| Multi-Input combinational cell | 2227 | 18400 |
| Sequential cell | 768 | 15400 |
| Clock buffer | 131 | 2620 |
| Timing Repair Buffer | 252 | 2470 |
| Tap cell | 940 | 1180 |
| Clock inverter | 21 | 189 |
| Antenna cell | 7 | 17.5 |
## power groups by stage
stage     logic, µW  clock network [µW]  registers (µW)
4_1_cts         126                 695             680
5_1_grt         135                 726             681
6_report        126                 684             680
## logic make-up (layout without fill, tap and decap cells)
logic type      count (synthesis)  after routing  synth area share (%)
simple gates                  931            931                  14.8
mux                           768            768                  29.0
flops                         768            768                  43.6
compound gates                528            528                  8.00
buf+inv                       325            404                  4.60
other cells                     0              7                     0
No activity file was given, so power comes from the tool's default toggle rates.
