<file path="flow/design.v">
module Usample
(
    input logic[3:0] In,
    output logic[7:0] Out
);
int base4 = 4'hF;
int base8 = 8'hFF;
always_comb begin
    Out = base8 * In / base4;
end
endmodule
module UsampleChip
(
    input logic[2:0][3:0] In,
    output logic[2:0][7:0] Out
);
generate;
    genvar i;
    for(i = 0; i < 3; i++) begin : genUpSampling
        Usample mdl_(.In(In[i]), .Out(Out[i]));
    end
endgenerate
endmodule
</file>
<file path="flow/run.sh">
#!/bin/bash
# OpenROAD 26Q1-2900-gdf79404cd8, Yosys 0.63+post, stock flow scripts
make -C /OpenROAD-flow-scripts/flow DESIGN_CONFIG=/design/flow/config.mk WORK_HOME=/design/flow/orfs finish
</file>
<file path="flow/config.mk">
export PLATFORM = sky130hd
export DESIGN_NAME = UsampleChip
export DESIGN_NICKNAME = UsampleChip
export VERILOG_FILES = /design/flow/design.v
export SDC_FILE = /design/flow/constraint.sdc
export NUM_CORES = 4
export LEC_CHECK = 1
export CORE_AREA = 10 10 70 70
export DIE_AREA = 0 0 80 80
</file>
<file path="flow/constraint.sdc">
current_design UsampleChip

set clk_period 1.0
set clk_io_pct 0.2

create_clock -name clk0 -period $clk_period

set non_clock_inputs [all_inputs -no_clocks]
set_input_delay [expr $clk_period * $clk_io_pct] -clock clk0 $non_clock_inputs
set_output_delay [expr $clk_period * $clk_io_pct] -clock clk0 [all_outputs]
</file>
==> changes_impl.md <==
### Changed

- Status: stopped before the end
- Stop stage: 3_1_place_gp_skip_io
- Halt Reason: [ERROR GPL-0301] Utilization 187.621 % exceeds 100%.
- Die H: 80 um
- Synthesized instance count: 732
- Area reported by Yosys stat: 5320 sq um
- Top cell area share: 0.120
- Post-synth top area cell: ha_1
- FP Rows: 21
- Ys Warns: 1
- Cell area leaders: ha_1 12%, fa_1 6.8%, nand2_1 4.4%
- Syn Area/Cell: 7.27 sq um
- Post-synthesis cell area: between 5000 and 6000 sq um
- Distinct lib cells: about 100
- Cell count in the Yosys report: ~730
- Initial Util: 1.56
- Die outline width: 80 um
- Sequential fraction of the synthesis area: 0
==> kinds of logic after synthesis <==
family / count (synthesis) / synth area share
simple gates: 286 / 0.296
compound gates: 254 / 0.360
fa+ha+maj: 71 / 0.192
xor+xnor: 31 / 0.0510
buf+inv: 65 / 0.0510
mux: 25 / 0.0498
==> cells in the mapped netlist, types with 10 or more instances <==
cell      instances
a211oi_1         10
a21o_1           10
a21oi_1          37
a31oi_1          11
and2_1           10
and3_1           11
fa_1             18
ha_1             51
inv_1            49
mux2i_1          15
nand2_1          62
nand2b_1         15
nand3_1          17
nor2_1           53
nor3_1           31
nor4_1           13
o211ai_1         13
o21a_1           17
o21ai_0          40
or3_1            11
xnor2_1          24
